<file path="./run.sh">
#!/bin/bash
# OpenROAD 26Q1-2900-gdf79404cd8, Yosys 0.63+post, stock flow scripts
make -C /OpenROAD-flow-scripts/flow DESIGN_CONFIG=/design/flow/config.mk WORK_HOME=/design/flow/orfs finish
</file>
<file path="./design.v">
module exe_unit_w15_rtl(i_oper, i_argA, i_argB, i_clk, i_rsn, o_result, o_status);
  wire _000_;
  wire _001_;
  wire _002_;
  wire _003_;
  wire _004_;
  wire _005_;
  wire _006_;
  wire _007_;
  wire _008_;
  wire _009_;
  wire _010_;
  wire _011_;
  wire _012_;
  wire _013_;
  wire _014_;
  wire _015_;
  wire _016_;
  wire _017_;
  wire _018_;
  wire _019_;
  wire _020_;
  wire _021_;
  wire _022_;
  wire _023_;
  wire _024_;
  wire _025_;
  wire _026_;
  wire _027_;
  wire _028_;
  wire _029_;
  wire _030_;
  wire _031_;
  wire _032_;
  wire _033_;
  wire _034_;
  wire _035_;
  wire _036_;
  wire _037_;
  wire _038_;
  wire _039_;
  wire _040_;
  wire _041_;
  wire _042_;
  wire _043_;
  wire _044_;
  wire _045_;
  wire _046_;
  wire _047_;
  wire _048_;
  wire _049_;
  wire _050_;
  wire _051_;
  wire _052_;
  wire _053_;
  wire _054_;
  wire _055_;
  input [3:0] i_argA;
  wire [3:0] i_argA;
  input [3:0] i_argB;
  wire [3:0] i_argB;
  input i_clk;
  wire i_clk;
  input [1:0] i_oper;
  wire [1:0] i_oper;
  input i_rsn;
  wire i_rsn;
  output [3:0] o_result;
  reg [3:0] o_result = 4'h0;
  output [3:0] o_status;
  wire [3:0] o_status;
  wire [3:0] s_result;
  wire [3:0] s_status;
  assign _000_ = ~i_argB[2];
  assign _001_ = ~i_argB[1];
  assign _002_ = ~i_argB[0];
  assign _003_ = ~i_argB[3];
  assign _004_ = ~i_oper[0];
  assign _005_ = ~i_oper[1];
  assign _006_ = ~i_argA[3];
  assign _007_ = i_oper[0] & i_oper[1];
  assign _008_ = i_argB[1] | i_argB[0];
  assign _009_ = _000_ & _003_;
  assign _010_ = _008_ & _009_;
  assign _011_ = i_oper[1] & _010_;
  assign _012_ = _007_ | _011_;
  assign _013_ = i_argA[0] & _012_;
  assign _014_ = _001_ & i_argA[1];
  assign _015_ = _002_ & i_argA[0];
  assign _016_ = _014_ | _015_;
  assign _017_ = _000_ | i_argA[2];
  assign _018_ = _001_ | i_argA[1];
  assign _019_ = _017_ & _018_;
  assign _020_ = _016_ & _019_;
  assign _021_ = i_argB[3] & _006_;
  assign _022_ = _000_ & i_argA[2];
  assign _023_ = _021_ | _022_;
  assign _024_ = _020_ | _023_;
  assign _025_ = i_argB[3] | _006_;
  assign _026_ = i_oper[0] & _005_;
  assign _027_ = _025_ & _026_;
  assign _028_ = _024_ & _027_;
  assign s_result[0] = _013_ | _028_;
  assign _029_ = i_argB[1] | _002_;
  assign _030_ = _004_ & i_oper[1];
  assign _031_ = _029_ & _030_;
  assign _032_ = i_argA[1] & _031_;
  assign _033_ = _010_ & _032_;
  assign _034_ = i_argA[0] & i_argA[3];
  assign _035_ = i_argA[1] ^ _034_;
  assign _036_ = _007_ & _035_;
  assign s_result[1] = _033_ | _036_;
  assign _037_ = _009_ & _030_;
  assign _038_ = i_argB[0] & i_argA[2];
  assign _039_ = _037_ & _038_;
  assign _040_ = i_argA[0] | i_argA[1];
  assign _041_ = i_argA[3] & _040_;
  assign _042_ = i_argA[2] ^ _041_;
  assign _043_ = _007_ & _042_;
  assign s_result[2] = _039_ | _043_;
  assign _044_ = i_argA[2] | _040_;
  assign _045_ = _007_ & _044_;
  assign _046_ = i_argB[1] ^ i_argB[0];
  assign _047_ = _037_ & _046_;
  assign _048_ = _045_ | _047_;
  assign s_result[3] = i_argA[3] & _048_;
  assign _049_ = s_result[2] & s_result[3];
  assign _050_ = s_result[2] ^ s_result[3];
  assign _051_ = s_result[0] & s_result[1];
  assign _052_ = s_result[0] ^ s_result[1];
  assign s_status[0] = _050_ ^ _052_;
  assign s_status[2] = _049_ & _051_;
  assign _053_ = i_argB[3] & _005_;
  assign _054_ = i_oper[0] | _053_;
  assign _055_ = _011_ | _054_;
  assign s_status[3] = ~_055_;
  reg \o_status_reg[0]  = 1'h0;
  always @(posedge i_clk)
    if (!i_rsn) \o_status_reg[0]  <= 1'h0;
    else \o_status_reg[0]  <= s_status[0];
  assign o_status[0] = \o_status_reg[0] ;
  reg \o_status_reg[2]  = 1'h0;
  always @(posedge i_clk)
    if (!i_rsn) \o_status_reg[2]  <= 1'h0;
    else \o_status_reg[2]  <= s_status[2];
  assign o_status[2] = \o_status_reg[2] ;
  reg \o_status_reg[3]  = 1'h0;
  always @(posedge i_clk)
    if (!i_rsn) \o_status_reg[3]  <= 1'h0;
    else \o_status_reg[3]  <= s_status[3];
  assign o_status[3] = \o_status_reg[3] ;
  always @(posedge i_clk)
    if (!i_rsn) o_result[0] <= 1'h0;
    else o_result[0] <= s_result[0];
  always @(posedge i_clk)
    if (!i_rsn) o_result[1] <= 1'h0;
    else o_result[1] <= s_result[1];
  always @(posedge i_clk)
    if (!i_rsn) o_result[2] <= 1'h0;
    else o_result[2] <= s_result[2];
  always @(posedge i_clk)
    if (!i_rsn) o_result[3] <= 1'h0;
    else o_result[3] <= s_result[3];
  assign o_status[1] = 1'h0;
  assign s_status[1] = 1'h0;
endmodule
</file>
<file path="./config.mk">
export PLATFORM = sky130hd
export DESIGN_NAME = exe_unit_w15_rtl
export DESIGN_NICKNAME = exe_unit_w15_rtl
export VERILOG_FILES = /design/flow/design.v
export SDC_FILE = /design/flow/constraint.sdc
export NUM_CORES = 4
export LEC_CHECK = 1
export CORE_AREA = 10 10 70 70
export DIE_AREA = 0 0 80 80
</file>
<file path="./constraint.sdc">
current_design exe_unit_w15_rtl

set clk_period 3.3
set clk_io_pct 0.2

create_clock -name clk0 -period $clk_period [get_ports {i_clk}]

set non_clock_inputs [all_inputs -no_clocks]
set_input_delay [expr $clk_period * $clk_io_pct] -clock clk0 $non_clock_inputs
set_output_delay [expr $clk_period * $clk_io_pct] -clock clk0 [all_outputs]
</file>
==> Changelog: implementation <==
### Implementation results

- Status: completed
- Hold_sp: i_rsn
- Slowest CP cell: clkdlybuf4s50_1
- Setup TNS: 0 ns
- DRT iter0 DRCs: 17
- Hold Crit Depth: 2
- Maxcap violations: 0
- Port bufs: 18
- Worst ir drop on vdd: 0.00007318 V
- Dpl ws: 0.5635 ns
- Top cells by count: dfxtp_1 (7), buf_4 (4), ha_1 (4), inv_1 (4), nand2_1 (4)
- Main flop type after synthesis: dfxtp_1
- Achievable Freq: 0.4019 GHz
- Setup crit start: i_argB[0]
- Starting density of the core: 0.1392
- Pleak: between 0.2 and 0.3 nW
- Worst setup slack after layout: 0.8119 ns
- Cycle use final: 0.7540
- # IOs: 20
- Drt pass-1 iters: 4
- WP data arrival: 2.62 ns
- DRC viols: 0
- Dpl hpwl: 970.5 µm
- Critical Path RT: 3.43 ns
- Slew Viols, Final: 0
- Tool Warnings: 26
- GRT Total Usage: 0.03435
- HP Class: input port to flop
- CTS tree: built
- Sequential share of the synthesized area: 0.2947
- Max reg flops: 4
- CP top delay family: simple AND/OR/NAND/NOR gates
- Root buf cell: clkbuf_4
- CTS sink count: 7
- H-tree levels: 1
- Setup bufs post-CTS: 0
- Initial antenna violation count: 0
- Finished Layout Cells: roughly 120
- Synth Cell Area: 475.5 µm²
- EDFF count, synth: 0
- Top-area cell share: 0.2947
- Routed WL: 1125 µm
- CP endpoint kind: flop
- Largest net degree at the start of global routing: 9
- Core Footprint: 0.003416 mm²
- Die width: roughly 80 µm
- Chip area: 0.006400 mm²
- RSZ-0062 raised after global routing: false
- TritonCTS Buffers: 3
- Vias in the first global route: around 410
- Mapped Cells: 55
- Unique cell types: 27
- Syn Area/Cell: 8.645 µm²
- Chip area in the Yosys report: 475.5 µm²
- Hold EP: o_result[0]$_SDFF_PN0_
- Async S/R FF share, synth: 0
- Row count: 21
- Fin crit period: 2.488 ns
- YS warnings: 1
- Routed vias: 421
- Inserted Diodes: 0
- Placer Congestion: between 0.7 and 0.8
- Hold_buf cts: 0
- Power per cell area: 309.7 mW/mm²
- DR WL/cell: roughly 9.5 µm
- Crit path buffers/inverters: 2
- Crit-path cells: clkdlybuf4s50_1, inv_1, ha_1, nor3_1, nand3_1, o21ai_0, and2_1, ha_1, xor2_1, and2_1
- Max stage delay on crit path: around 0.5 ns
- Flops after synth: 7
- Die Y: 80 µm
- Worst Setup Path Type: input port to flop
- Reg clk slew, reported paths: 0.05 ns
- Post-cts resize count: 0
- Setup violations, final: 0
- Top cells, area: dfxtp_1 (29%), ha_1 (11%), buf_4 (6.3%), o2111a_1 (4.7%), xor2_1 (3.7%)
- CP Launch Type: input port
- First-pass GRT wire length: 1807 µm
- DRT antenna net count: 0
- Area Overhead vs Synth: 49.21%
- Cell type with the largest total area: dfxtp_1
- Maximum clock path buffer count: 2
- # placed instances: 115
- Yosys cell count: 55
- Grt ovf: 0
- Share of cells above drive strength 1: 0.06849
- Via-per-instance ratio: roughly 3.5
- Most frequent cell after synthesis: dfxtp_1
- CP max FO: 3
- Final hold vios: 0
[routing by layer]
layer  share of wire  wire length (µm)  track usage  vias up
met5               0                 0            0        -
met4          0.0080                 9     0.008803        0
met3            0.13               144      0.01705        2
met2            0.30               340      0.04093       17
met1            0.56               631      0.05154      175
li1                -                 -            -      227
[cells in the final DEF, fill, tap and decap left out, types with 2 or more instances in the layout]
cell type        synthesis  routed
inv_1                    4       4
nor2_1                   3       3
a21boi_1                 2       2
xor2_1                   2       2
ha_1                     4       4
dfxtp_1                  7       7
clkbuf_4                 0       3
nand2b_1                 2       2
o21ai_0                  2       2
and2_1                   2       2
nor3_1                   2       2
o2111a_1                 2       2
a21oi_1                  2       2
clkdlybuf4s50_1          0      18
nand2_1                  4       4
[layout make-up]
type	count	area [µm²]
fillers	387	2706
multi-input cells	40	290.3
repair buffers	18	180.2
flip-flops and latches	7	140.1
well taps	46	57.56
clock buffers	4	26.28
inverters	4	15.01
[cells by family (layout without fill, tap and decap cells)]
kind of cell | after synthesis | count (layout) | share of synthesized area
simple gates | 19 | 19 | 0.2158
compound gates | 13 | 13 | 0.2263
buf+inv | 8 | 26 | 0.09473
flops | 7 | 7 | 0.2947
fa+ha+maj | 4 | 4 | 0.1053
xor+xnor | 3 | 3 | 0.05527
other cells | 1 | 1 | 0.007887
[power by group]
part           leakage (nW)  switching, mW  total [mW]  internal, mW
clock network        0.0150         0.0275      0.0734        0.0459
registers            0.0573        0.00107      0.0904        0.0893
logic                 0.215         0.0236      0.0559        0.0324
total                 0.287         0.0521       0.220         0.168
[metrics by stage]
| stage | total power, mW | hold WS (ns) | area (µm²) | utilization |
|---|---|---|---|---|
| after floorplan | 0.1192 | 0.7817 | 475.5 | - |
| after global placement | 0.1476 | 1.334 | 683.2 | 0.2000 |
| after detailed placement | 0.1479 | 1.330 | 683.2 | 0.2000 |
| after CTS | 0.2253 | 1.098 | 709.4 | 0.2077 |
| after global routing | 0.2375 | 1.119 | 709.4 | 0.2077 |
| final | 0.2197 | 1.111 | 709.4 | 0.2077 |
[how the worst max path moves through the flow]
stage,to,slack (ns),depth (start not counted)
4_1_cts,o_status_reg[0]$_SDFF_PN0_,0.82,10
6_report,o_status_reg[0]$_SDFF_PN0_,0.81,10
5_1_grt,o_status_reg[0]$_SDFF_PN0_,0.63,10
Power is estimated from default activity; no workload was simulated.
