File: design.v
module exe_unit_w15(i_oper, i_argA, i_argB, i_clk, i_rsn, o_result, o_status);
    parameter                                   ARG_BITS = 4;  
    input logic unsigned    [1:0]               i_oper;
    input logic signed      [ARG_BITS-1:0]      i_argA;
    input logic signed      [ARG_BITS-1:0]      i_argB;
    input logic                                 i_clk;
    input logic                                 i_rsn;
    output logic signed     [ARG_BITS-1:0]      o_result = '0;
    output logic unsigned   [3:0]               o_status = '0;
    logic signed            [ARG_BITS-1:0]      s_result = '0;
    logic                   [3:0]               s_status = '0;
    always_comb
    begin
        s_status = '0;
        s_result = '0;
        case (i_oper)
            0 :
            begin
                if (i_argB < 0)
                begin
                    s_result = i_argA <<< i_argB;  
                    s_status = '0;
                end
                else
                begin
                    s_result = '0;
                    s_status[3] = 1;
                end
            end
            1 :
            begin
                if (i_argA > i_argB)
                begin
                    s_result[0] = 1;
                    s_status = '0;
                end
                else
                begin
                    s_result = '0;
                    s_status = '0;
                end 
            end
            2 :
            begin
                if (i_argB > 0 && i_argB < ARG_BITS)
                begin
                    s_result = i_argA;
                    s_result[i_argB] = 0;
                    s_status = '0;
                end
                else
                begin
                    s_result = '0;
                    s_status[3] = 1;
                end
	        end
            3 :
            begin
                if (i_argA[ARG_BITS-1] == 1)  
                begin
                    s_result[ARG_BITS-1]=i_argA[ARG_BITS-1];
                    for (int i=0; i<ARG_BITS-1; i++)
                    s_result[i] = ~ i_argA[i];
                    s_result++;
                end
                else
                    s_result = i_argA;
            end
            default:
            begin
                s_result ='0;
                s_status[3] = 1;
            end
        endcase
        if (^ s_result == 1) s_status[0]=1;  
        if (& s_result == 1) s_status[2]=1;  
    end
    always_ff @ (posedge i_clk)
    begin
	    if (i_rsn == 1'b0) 
	    begin
		o_result <= '0;
		o_status <= '0;
	    end
	    else
	    begin
		    o_result <= s_result;
		    o_status <= s_status;
	    end
    end
endmodule
File: config.mk
export PLATFORM = sky130hd
export DESIGN_NAME = exe_unit_w15
export DESIGN_NICKNAME = exe_unit_w15
export VERILOG_FILES = /design/flow/design.v
export SDC_FILE = /design/flow/constraint.sdc
export NUM_CORES = 4
export LEC_CHECK = 1
export CORE_AREA = 10 10 70 70
export DIE_AREA = 0 0 80 80
File: run.sh
#!/bin/bash
# OpenROAD 26Q1-2900-gdf79404cd8, Yosys 0.63+post, stock flow scripts
make -C /OpenROAD-flow-scripts/flow DESIGN_CONFIG=/design/flow/config.mk WORK_HOME=/design/flow/orfs finish
File: constraint.sdc
current_design exe_unit_w15

set clk_period 2.0
set clk_io_pct 0.2

create_clock -name clk0 -period $clk_period [get_ports {i_clk}]

set non_clock_inputs [all_inputs -no_clocks]
set_input_delay [expr $clk_period * $clk_io_pct] -clock clk0 $non_clock_inputs
set_output_delay [expr $clk_period * $clk_io_pct] -clock clk0 [all_outputs]
==> run summary <==
Outcome = complete, but fails checks
Failing checks = setup timing
Hold/Removal Path Class = input port to flop
GPL Wtd Cong = 0.886
Antenna-violating nets left = 0
Clock Tree Buf Depth = 2
Post-synthesis register bit count = 7
Fraction of layout cells with a size suffix above 1 = 0.428
Fill cell count = 332
IO buf count = 18
Int Pwr = 359 uW
Switching share of power = 0.288
Die X-Extent = 80 microns
Diode count = 0
Initial antenna violation count = 0
H-tree depth = 1
CTS tree = done
Max Cap Viol = 0
I/O pin total = 20
Per-cell routed wire length = 11.8 microns
Min Tclk post-route = 2.50 ns
Worst-path clk slew = 0.05 ns
CORE AREA = 0.00342 sq mm
Critical Path Sink Type = flop
Number of global-route vias before repair = 775
Root buffer cell = clkbuf_4
Simple-Gate Fraction of Synth Area = 0.313
Clock share of power = 0.242
Top logic family = simple AND/OR/NAND/NOR gates
Comb pwr share = 0.459
Vias = 813
Synthesis-to-layout area growth = 95.5%
GRT Residual Overflow = 0
Pwr Total = 504 uW
Worst setup margin = -0.503 ns
Pwr/cell area = 385 mW/mm^2
Setup Crit Path Kind = input port to flop
Vias/cell = 4.42
DRT Wirelength = 2.16 mm
Crit path DRT = 2.13 ns
First-pass GRT wire length = 3.40 mm
Fin. Hold Viols = 0
FFs w/ async S/R, synth = 0
Rows = 21
Crit path launch type = input port
Mapped cell area = 671 sq um
CTS hold repair buffers = 0
Post-DP HPWL = 1.70 mm
Final Instance Area = 0.00131 sq mm
Synth cell types = 35
Pre-CTS WS = -1.27 ns
Sw power = 145 uW
Mapped Cells = 87
Mean Syn Cell Area = 7.71 sq um
Setup violators final = 4
YS chip area = 671 sq um
Worst Hold Slack = 0.810 ns
Chip height = 80 microns
RSZ-0062 raised after global routing = true
Sequential share of the synthesized area = 0.209
Crit Path Max Fanout = 2
Largest net degree at the start of global routing = 8
Worst setup path end = o_status[0]$_SDFF_PN0_
Fa+ha+maj area frac = 0.168
Maximum vdd ir drop = 0.0000922 V
Sink Count = 7
FP Util = 0.196
Yosys cell count = 87
XOR Share, Synth = 0.0261
Sequential power share = 0.299
Drt first pass iters = 4
Post-synth EDFFs = 0
Worst Setup SP = i_argB[1]
Placed cell area = 0.00111 sq mm
DRT iter0 DRCs = 38
Max Freq = 400 MHz
Chip Area = 0.00640 sq mm
Complex Gates by Area = 0.205
Cycle use final = 1.25
Tool Warnings = 28
TritonCTS Buffers = 3
Pleak = 0.568 nW
DR DRC count = 0
Main synth FF type = dfxtp_1
CP arrival = 2.63 ns
Multiplexer share = 0
GRT Resource Usage Total = 0.0632
Slew Limit Fails = 0
Setup_tns = -1.19 ns
YS warnings = 1
==> how the worst min path moves through the flow <==
stage                                    end      start  cells past startpoint
after CTS             o_status[3]$_SDFF_PN0_  i_argB[3]                      5
after global routing  o_status[3]$_SDFF_PN0_  i_argB[3]                      5
final                 o_status[3]$_SDFF_PN0_  i_argB[3]                      5
==> state kept, by name, indices dropped and copies added, names as in the netlist <==
name,count
o_result,4
o_status,3
==> worst max-delay path, stage by stage <==
cell and delay (ns):
buf_12 0.11, inv_12 0.04, ha_4 0.12, or3b_4 0.39, ha_4 0.27, nor3b_4 0.17, or4b_4 0.49, o21ai_4 0.08
o21ai_2 0.08, ha_4 0.28, xnor2_2 0.11, nor2_1 0.08
==> synth_stat cells, types with 2 or more instances <==
cell / n / area share
dfxtp_1: 7 / 0.21
ha_1: 9 / 0.17
and2_1: 2 / 0.019
nand4_1: 2 / 0.019
nor3_1: 3 / 0.022
nor2b_1: 3 / 0.028
inv_1: 9 / 0.050
nand2_1: 5 / 0.028
o22ai_1: 2 / 0.019
o21ai_1: 2 / 0.015
nand2b_1: 2 / 0.019
nor2_1: 6 / 0.034
o21ai_0: 3 / 0.022
a21oi_1: 6 / 0.045
xnor2_1: 2 / 0.026
clkbuf_1: 2 / 0.011
o2111ai_1: 4 / 0.052
==> per-stage QoR <==
step                      utilization  std cells
final                           0.384        184
after global routing            0.384        184
after CTS                       0.364        185
after detailed placement        0.325        172
after global placement          0.325        172
after floorplan                     -         87
==> cells in the final DEF (no fill, tap or decap), types with 2 or more instances in the layout <==
cell,count
ha_4,3
buf_4,31
and2_1,2
ha_1,6
dfxtp_1,7
clkdlybuf4s50_1,14
nor2b_1,2
o21ai_0,3
o2111ai_1,3
nand2_1,5
nor3_1,3
inv_1,7
clkbuf_4,3
nor2_1,6
a21oi_1,6
nand4_1,2
nand2b_1,2
==> power groups by stage <==
stage	Combinational (mW)	Clock, mW	Sequential (mW)
CTS	0.207	0.131	0.151
global route	0.254	0.143	0.151
finish	0.232	0.122	0.151
==> what timing repair did <==
item	CTS	global route
gates cloned	0	0
pin swaps	8	10
endpoints found under the setup margin	6	5
resized	26	13
buffers inserted	9	1
==> cells by family after synthesis <==
| group | Yosys count |
|---|---|
| AND/OR/NAND/NOR | 35 |
| AND-OR/OR-AND | 21 |
| other | 1 |
| buffers and inverters | 12 |
| flip-flops | 7 |
| adder cells (fa/ha/maj) | 9 |
| XOR/XNOR | 2 |
==> area by class of cell <==
type	count	area, sq um	share of cell area
clock buffers	4	26.3	0.0200
inverters	9	51.3	0.0391
multi-input cells	68	596	0.454
flip-flops and latches	7	140	0.107
well taps	46	57.6	0.0439
repair buffers	50	440	0.336
==> per-layer routing <==
layer | wire length, microns | up-vias | GRT usage
met1 | 1020 | 372 | 0.0824
met4 | 0 | 0 | 0.00704
li1 | - | 420 | -
met2 | 1040 | 21 | 0.110
met3 | 110 | 0 | 0.00909
met5 | 0 | - | 0
Power and IR drop assume default switching activity.
